**./run.sh**
```bash
#!/bin/bash
# OpenROAD 26Q1-2900-gdf79404cd8, Yosys 0.63+post, stock flow scripts
make -C /OpenROAD-flow-scripts/flow DESIGN_CONFIG=/design/flow/config.mk WORK_HOME=/design/flow/orfs finish
```
**./config.mk**
```make
export PLATFORM = sky130hd
export DESIGN_NAME = updowncounter
export DESIGN_NICKNAME = updowncounter
export VERILOG_FILES = /design/flow/design.v
export SDC_FILE = /design/flow/constraint.sdc
export NUM_CORES = 4
export LEC_CHECK = 1
export CORE_AREA = 10 10 70 70
export DIE_AREA = 0 0 80 80
```
**./constraint.sdc**
```tcl
current_design updowncounter

set clk_period 2.8
set clk_io_pct 0.2

create_clock -name clk0 -period $clk_period [get_ports {clk}]

set non_clock_inputs [all_inputs -no_clocks]
set_input_delay [expr $clk_period * $clk_io_pct] -clock clk0 $non_clock_inputs
set_output_delay [expr $clk_period * $clk_io_pct] -clock clk0 [all_outputs]
```
**./design.v**
```verilog
module updowncounter(input clk,reset,up_down,
output reg [7:0] count);
always @(posedge clk, negedge reset) begin
if (!reset) begin
count <= 2'b0;
end
else if (up_down) begin
count <= count + 1;
end
else begin
count <= count - 1;
end
end
endmodule
```
==> results.toml <==
# generated from flow reports
[finish]
top_regs = "count x8"
drive_gt1_share_pct = 8.77
area_growth_pct = 37.4
top_register = "count"
utilization_pct = 19.4
fin_area_um2 = 662
largest_reg_flops = 8

[final_timing]
period_minus_slack_ns = 2.21
setup_viol = 0
tightestPinTransition_ns = 0.362
relSlewSlack_pct = 75.8
rsz0062_at_grt = "no"
fin_skew_ns = 0.00174
fin_ws_ns = 0.593
fmaxAchievable_ghz = 0.453
hold_viol = 0
period_used_pct = 78.8
maxSlewViolCount = 0
setup_tns_ns = 0

[min_path]
min_to = "count[0]$_DFF_PN0_"
hp-start = "count[0]$_DFF_PN0_"
hold_path.class = "reg -> reg"
hold_depth = 1

[clock_tree]
clock_latency_ns = 0.25
path_clk_slew_ns = 0.05
clockRootBuffer = "clkbuf_4"
htreeDepth = 1
cts_resized = 0
numCtsBuffers = 3
max-clock-path-buffers = 2
cts-hold-fix-buffers = 0
cts_tree = "built"
clock-sinks = 8
postCtsSetupBuffers = 0

[logic_synthesis]
yosysChipArea_um2 = 482
synth_cells = 44
synth_seq_share_pct = 41.6
synth_cell_types = 17
ys_cells = 44
numSynthFlops = 8
synth.avg_cell_area_um2 = 10.9
yosysWarnings = 1
synth.cell_area_um2 = 482

[die]
core-area_mm2 = 0.00342
pin_count = 11
die_w_um = 80
dieArea_mm2 = 0.00640
num_rows = 21
initCoreUtil_pct = 14.1
dieHeight_um = 80

[critical_path]
cp-start-kind = "primary input"
required_ns = 2.97
cpMostUsedCell = "a21oi_1"
rr_worst_depth = 5
path_class = "in -> reg"
path_buffers = 2
crit_family = "buffers and inverters"
path_cells = "clkdlybuf4s50_1 > inv_1 > fa_1 > a21oi_1 > o211ai_1 > a21oi_1 > xnor2_1"
worstReg2RegStart = "count[0]$_DFF_PN0_"
reg2reg_slack_ns = 1.17
critPathMaxFanout = 7
cpPeakStageDelay_ns = 0.50
critPathArrivalTime_ns = 2.38
cpMaxStageDelayCell = "clkdlybuf4s50_1"
end_kind = "flip-flop"
r2r_end = "count[6]$_DFF_PN0_"

[grt]
grt_usage_pct = 3.59
grt_max_degree = 9
busiest_layer = "met2"
grt_pass1_vias = 406
grt_util_met1_pct = 4.00
grt-ovfl-total = 0
grt_pass1_wl_um = 1840
antenna_found_initial = 0
use_met3_pct = 2.39
groute.layer.met2.usage_pct = 5.62

[placed_design]
postPlaceCellArea_um2 = 639
place_congestion = 0.781
dp_hpwl_um = 829
pre_cts_slack_ns = 0.357
io_buffer_count = 10

[power]
switchingPower_w = 0.000244
power_frac_seq_pct = 29.8
p_total_w = 0.000699
leakage_nw = 0.267
intPower_w = 0.000455
vdd_drop_max_mv = 0.207
clock_power_share_pct = 11.9
power_density_mw_per_mm2 = 1060
swShare_pct = 34.9
p_comb_share_pct = 58.3

[detailed_routing]
vias = 376
drc = 0
drt_pass1_iterations = 4
totalWireLength_um = 1010
detail_route.wl_per_cell_um = 9.83
viasPerCell = 3.65
drt_iter0_markers = 26
n_antenna_cell = 0
postRouteAntennaNets = 0

[outcome]
status = "complete, no violations"

[run]
maxCapViolations = 0
log.warning_count = 25
==> logic make-up after synthesis <==
group | share of synthesized area (%)
AND/OR/NAND/NOR | 5.97
AND-OR/OR-AND | 19.5
flip-flops | 41.6
XOR/XNOR | 10.9
adder cells (fa/ha/maj) | 19.7
buffers and inverters | 2.34
==> Yosys cell counts <==
library cell	instances	share of area, %
fa_1	1	4.2
inv_1	3	2.3
xor2_1	1	1.8
nor2_1	3	2.3
a211oi_2	1	2.6
a211oi_1	1	1.6
a41oi_2	1	3.4
nand2_1	3	2.3
o211ai_1	1	1.6
a21o_1	1	1.6
o21bai_1	1	1.6
o21ai_0	2	2.1
xnor2_1	5	9.1
dfrtp_1	8	42
a21oi_1	5	5.2
ha_1	6	16
nor2b_1	1	1.3
==> cells in the final DEF (no fill, tap or decap) <==
cell	synthesis	final
clkdlybuf4s50_1	0	10
dfrtp_1	8	8
ha_1	6	6
xnor2_1	5	5
a21oi_1	5	5
inv_1	3	3
nor2_1	3	3
nand2_1	3	3
clkbuf_4	0	3
o21ai_0	2	2
a211oi_2	1	1
a41oi_2	1	1
o211ai_1	1	1
o21bai_1	1	1
nor2b_1	1	1
a21o_1	1	1
a211oi_1	1	1
xor2_1	1	1
fa_1	1	1
==> power by group through the flow <==
stage                 sequential (W)  combinational, W   clock, W
after CTS                   0.000210          0.000416  0.0000878
after global routing        0.000219          0.000463  0.0000971
final                       0.000208          0.000408  0.0000832
==> how the worst max path moves through the flow <==
stage,startpoint,end,cells after the start
4_1_cts,up_down,count[6]$_DFF_PN0_,7
5_1_grt,up_down,count[6]$_DFF_PN0_,7
6_report,up_down,count[6]$_DFF_PN0_,7
==> through the flow <==
step	hold WS, ns	cells
6_report	0.535	103
5_1_grt	0.598	103
4_1_cts	0.542	103
3_5_place_dp	0.535	100
3_3_place_gp	0.522	100
2_1_floorplan	0.264	44
==> cell type report <==
cell class,instances,area (um2)
clock buffer,3,22.5
fill,386,2750
inverter,3,11.3
multi-input combinational,33,270
sequential,8,200
tap,46,57.6
timing repair buffer,10,100
==> metal layers <==
layer / part of all wire (%) / vias to the layer above
li1: - / 186
met3: 12 / 2
met2: 46 / 9
met5: 0 / -
met1: 41 / 179
met4: 1.5 / 0
No activity file was given, so power comes from the tool's default toggle rates.
