File: design/flow/constraint.sdc
current_design alu

set clk_period 6.9
set clk_io_pct 0.2

create_clock -name clk0 -period $clk_period

set non_clock_inputs [all_inputs -no_clocks]
set_input_delay [expr $clk_period * $clk_io_pct] -clock clk0 $non_clock_inputs
set_output_delay [expr $clk_period * $clk_io_pct] -clock clk0 [all_outputs]
File: design/flow/config.mk
export PLATFORM = sky130hd
export DESIGN_NAME = alu
export DESIGN_NICKNAME = alu
export VERILOG_FILES = /design/flow/design.v
export SDC_FILE = /design/flow/constraint.sdc
export NUM_CORES = 4
export LEC_CHECK = 1
export CORE_AREA = 10 10 103 103
export DIE_AREA = 0 0 113 113
File: design/flow/run.sh
#!/bin/bash
# OpenROAD 26Q1-2900-gdf79404cd8, Yosys 0.63+post, stock flow scripts
make -C /OpenROAD-flow-scripts/flow DESIGN_CONFIG=/design/flow/config.mk WORK_HOME=/design/flow/orfs finish
File: design/flow/design.v
module alu(
    input [3:0] a,b,
    input [2:0] s,
    output reg [7:0] y
    );
always @(a,b,s) 
begin
case(s)
3'b000:y=a+b;
3'b001:y=a-b;
3'b010:y=a*b;
3'b011:y=a/b;
3'b100:y=a^b;
3'b101:y=~(a&b);
3'b110:y=a%b;
default:y=(~a)+1;
endcase
end
endmodule
==> impl_metrics.csv <==
group,metric,value,unit
outcome,outcome,"complete, but fails checks",
outcome,violations,"negative setup slack",
synthesis,adder_share,0.284,
synthesis,logic_family,"AND-OR/OR-AND gates",
final_timing,max_slew_margin,0.504,
clocking,postCtsHoldBufs,0,
critical_path,cpMaxStageDelayCell,"fa_2",
critical_path,worst-endpoint-required,5.52,ns
synthesis,ys_warn_count,1,
global_route,grt_pass1_vias,2972,
final_timing,hold-worst-slack,3.50,ns
final_timing,rsz0062_at_grt,"true",
synthesis,yosysSeqAreaShare,0,
critical_path,crit_type,"in -> out",
final_timing,worst_pin_slew,0.742,ns
die,die_w,113,µm
die,chipArea,0.0128,mm²
die,die_h,113,µm
critical_path,crit_top_cell,"ha_4",
final_timing,fin_crit,10.44,ns
synthesis,synth_area,0.00274,mm²
final_layout,drive_above_1_share,0.429,
global_route,antenna_found_initial,0,
final_layout,flop_area,0,µm²
critical_path,cp.arrival,9.06,ns
route,dr.pass1.iters,4,
final_timing,fmax,95.8,MHz
final_timing,finalClockPeriodUsage,1.51,
critical_path,slowest_delay,0.35,ns
synthesis,simple_gate_area_frac,0.254,
final_layout,fin_area,0.00448,mm²
route,ant_nets,0,
final_layout,final_common_cell,"buf_4",
placed_design,io_buffers,19,
route,vias,3295,
run,drv_cap,0,
placed_design,dp_hpwl,6970,µm
final_timing,setup_ws,-3.54,ns
global_route,grt_start_max_net_pins,24,
placed_design,routabilityCongestion,0.913,
power,p_leak,2.11,nW
power,total_power,0.00110,W
critical_path,crit_buf_inv,8,
synthesis,compound_area_frac,0.291,
die,io-pin-count,19,
route,n_antenna_cell,0,
global_route,grt_pass1_wl,14400,µm
route,wl,9020,µm
synthesis,synth.mux.area_fraction,0.0506,
final_timing,finalMaxSlewViolations,0,
global_route,gr-total-overflow,0,
final_layout,area_growth_syn_to_layout,63.2,%
final_timing,finalSetupViolCount,8,
worst_hold_path,hold_class,"in -> out",
synthesis,avgSynthCellArea,7.26,µm²
route,wl_per_cell,14.3,µm
final_layout,lay_top_cells,"buf_4, ha_1, nor2_1",
synthesis,synth-xor-area-share,0.0575,
power,vdd_drop_max,0.000144,V
critical_path,cp_top_family,"AND-OR/OR-AND gates",
final_timing,hold_viol,0,
route,drc,0,
synthesis,ys_chip_area,0.00274,mm²
global_route,grt_usage,0.132,
critical_path,critPathLaunchType,"input port",
die,rows,33,
die,fp_util,0.330,
synthesis,postSynthCellCount,378,
route,first_iter_violations,137,
synthesis,ys_cells,378,
final_layout,clockBufferCount,0,
synthesis,synth_cell_types,65,
critical_path,cp_max_fo,7,
run,warnings,43,
die,coreArea,0.00830,mm²
final_layout,design.seq.count,0,
power,powerDensity,245,mW/mm²
placed_design,placed_area,0.00396,mm²
route,via_per_inst,5.21,
critical_path,critPathCaptureType,"primary output",
## area by class of cell
class                           instances  area [µm²]
Fill cell                             696        3820
Multi-Input combinational cell        341        3000
Timing Repair Buffer                  156        1220
Tap cell                              105         131
Inverter                               30         120
## path summary, 6_finish.rpt
path                  startpoint    to  slack (ns)  depth (start not counted)
worst max-delay path        b[0]  y[6]       -3.54                         45
worst min-delay path        b[1]  y[1]        3.50                          7
## kinds of logic after synthesis
logic type      count (synthesis)
simple gates                  132
other cells                     1
xor+xnor                       18
buf+inv                        40
mux                            13
compound gates                116
fa+ha+maj                      58
## report_power, final
| part | switching, W | leakage (nW) | internal (W) |
|---|---|---|---|
| sequential | 0 | 0 | 0 |
| clock | 0 | 0 | 0 |
| combinational | 0.000489 | 2.11 | 0.000609 |
| total | 0.000489 | 2.11 | 0.000609 |
## cells in the mapped netlist (all sizes together), types with 9 or more instances
library cell  count  share of area
ha               51           0.23
nor2             37          0.051
inv              30          0.041
nand2            26          0.036
o21ai            26          0.049
a21oi            23          0.042
nor3             15          0.029
nand3            12          0.026
o21a             10          0.027
a21o              9          0.025
a31oi             9          0.023
mux2i             9          0.033
xnor2             9          0.029
xor2              9          0.029
## stage by stage
step                std cells  worst slack (ns)  utilization  setup TNS, ns
floorplan                 381             -3.32            -         -25.54
CTS                       615             -3.97        0.495         -30.58
finish                    632             -3.54        0.539         -27.53
detailed placement        597             -4.40        0.478         -33.89
global placement          597             -4.22        0.478         -32.59
global route              632             -3.93        0.539         -30.72
## routing by layer
layer,GRT usage,vias up,part of all wire
met3,0.00748,6,0.037
li1,-,1695,-
met4,0.00761,0,0.0071
met2,0.217,69,0.47
met1,0.193,1525,0.48
met5,0,-,0
## timing repair
| item | in CTS | in global routing |
|---|---|---|
| setup endpoints to repair | 8 | 8 |
| gates cloned | 0 | 0 |
| gates resized | 12 | 84 |
| setup buffers | 18 | 17 |
| pin swaps | 12 | 39 |
Power is estimated from default activity; no workload was simulated.
